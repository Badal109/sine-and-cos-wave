$ cat flow/config.mk
export PLATFORM = sky130hd
export DESIGN_NAME = ADC
export DESIGN_NICKNAME = ADC
export VERILOG_FILES = /design/flow/design.v
export SDC_FILE = /design/flow/constraint.sdc
export NUM_CORES = 4
export LEC_CHECK = 1
export CORE_AREA = 10 10 130 130
export DIE_AREA = 0 0 140 140
$ cat flow/constraint.sdc
current_design ADC

set clk_period 38.1
set clk_io_pct 0.2

create_clock -name clk0 -period $clk_period

set non_clock_inputs [all_inputs -no_clocks]
set_input_delay [expr $clk_period * $clk_io_pct] -clock clk0 $non_clock_inputs
set_output_delay [expr $clk_period * $clk_io_pct] -clock clk0 [all_outputs]
$ cat flow/design.v
`timescale 1ns / 1ps
`timescale 1ns / 1ps
module mux_2x1(in,sel,out);
input [1:0]in; input sel;
output out;
wire t1,t2,t3;
not G1(t1,sel);
and G2(t2,in[0],t1);
and G3(t3,in[1],sel);
or G4(out,t3,t2);
endmodule
module mux_4x1(in,sel,out);
input [3:0]in;  input [1:0]sel;
output out;
wire [1:0]t;
mux_2x1 M0 (in[1:0],sel[0],t[0]);
mux_2x1 M1 (in[3:2],sel[0],t[1]);
mux_2x1 M2 (t,sel[1],out);
endmodule
module mux_8x1(in,sel,out);
input [7:0]in;
input [2:0]sel;
output out;
wire [1:0]t;
 mux_4x1 A0(in[3:0],sel[1:0],t[0]);
 mux_4x1 A1(in[7:4],sel[1:0],t[1]);
 mux_2x1 A2(t,sel[2],out);
 endmodule
module mux_16x1(in,sel,out);
input [15:0]in;
input [3:0]sel;
output out;
wire [3:0]t;
 mux_4x1 A0(in[3:0],sel[1:0],t[0]);
 mux_4x1 A1(in[7:4],sel[1:0],t[1]);
 mux_4x1 A2(in[11:8],sel[1:0],t[2]);
 mux_4x1 A3(in[15:12],sel[1:0],t[3]);
 mux_4x1 A5(t,sel[3:2],out);
endmodule
module mux_32x1(in,sel,out);
input [31:0]in;
input [4:0]sel;
output out;
wire [3:0]t;
 mux_16x1 B0(in[15:0],sel[3:0],t[0]);
 mux_16x1 B1(in[31:16],sel[3:0],t[1]);
 mux_2x1 B2(t, sel[4],out);
 endmodule
module mux_64x1(in,sel,out);
input [63:0]in;
input [5:0]sel;
output out;
wire [3:0]t;
 mux_32x1 C0(in[31:0],sel[4:0],t[0]);
 mux_32x1 C1(in[63:32],sel[4:0],t[1]);
 mux_2x1 C2(t, sel[5],out);
endmodule
module mux_128x1(in,sel,out);
input [127:0]in;
input [6:0]sel;
output out;
wire [3:0]t;
 mux_64x1 D0(in[63:0],sel[5:0],t[0]);
 mux_64x1 D1(in[127:64],sel[5:0],t[1]);
 mux_2x1 D2(t, sel[6],out);
endmodule
module comparator_2bit(A,B,H1,L1);
input A; input B;
output H1;
output L1;
wire t1,t2;
not G1(t2,A);
not G2( t1,B);
and G3(L1,A,t1);
and G4(H1,B,t2);
endmodule
module ADC(C,D,E,F,G,H,I,J,K,L,OUT1,OUT2);
input C, D; input [1:0]E; input [3:0]F; input [7:0]G; input [15:0]H; input [31:0]I; input [63:0]J; input [127:0]K;
output OUT1, OUT2; output[7:1]L;
wire [13:0]t;
wire [1:0] sel_4bit;
wire [2:0] sel_8x1;
wire [3:0] sel_16x1;
wire [4:0] sel_32x1;
wire [5:0] sel_64x1;
wire [6:0] sel_128x1;
assign sel_128x1={t[0],t[2],t[4],t[6],t[8],t[10],t[12]};
assign sel_64x1={t[0],t[2],t[4],t[6],t[8],t[10]};
assign sel_32x1={t[0],t[2],t[4],t[6],t[8]};
assign sel_16x1={t[0],t[2],t[4],t[6]};
assign sel_8x1={t[0],t[2],t[4]};
assign sel_4bit={t[0],t[2]};
comparator_2bit  X0(C,D,t[0],L[1]);
mux_2x1  X1 (E[1:0],t[0],t[1]);
comparator_2bit  X3(C,t[1],t[2],L[2]);
mux_4x1 X4 (F[3:0],sel_4bit,t[3]);
comparator_2bit  X5(C,t[3],t[4],L[3]);
mux_8x1 X6 (G[7:0],sel_8x1,t[5]);
comparator_2bit  X7(C,t[5],t[6],L[4]);
mux_16x1 X8(H[15:0],sel_16x1,t[7]);
comparator_2bit  X9(C,t[7],t[8],L[5]);
mux_32x1 X10(I[31:0],sel_32x1,t[9]);
comparator_2bit  X11(C,t[9],t[10],L[6]);
mux_64x1 X12(J[63:0],sel_64x1,t[11]);
comparator_2bit  X13(C,t[11],t[12],L[7]);
mux_128x1 X14(K[127:0],sel_128x1,t[13]);
comparator_2bit  X15(C,t[13], OUT1,OUT2);
endmodule
$ cat flow/run.sh
#!/bin/bash
# OpenROAD 26Q1-2900-gdf79404cd8, Yosys 0.63+post, stock flow scripts
make -C /OpenROAD-flow-scripts/flow DESIGN_CONFIG=/design/flow/config.mk WORK_HOME=/design/flow/orfs finish
==> qor.yml <==
core.rowCount: 43
cts.repair.resized: 0
die_height_um: 140
drc: 0
comb_area_um2: 3080
wl_um: 22100
gp_congestion: 0.996
vias: 5368
syn_inst: 524
dp_hpwl_um: 18400
fin_crit_ns: 23.87
relSlewSlack_pct: 43.1
crit_path_end_kind: "primary output"
power_density_nw_per_um2: 19.3
drt_iter0_markers: 607
grt_pass1_wl_um: 33100
grt-ovfl-total: 0
peakVddDrop_uv: 8.26
whs_path_depth: 3
nFillCells: 1437
clock_buffers: 0
top_cell_area_share_pct: 10.4
syn2layout_area_growth_pct: 79.9
synthTopCellsByArea: "mux2i_1 (10%), nand2_1 (9.3%), a21oi_1 (5.8%), nand3_1 (4.7%), a221oi_1 (4.4%)"
worstMarginPinSlew_ns: 0.851
common_cells: "nand2_1 (84), a21oi_1 (39), nor2_1 (39), mux2i_1 (35), nand3_1 (32)"
ys_cells: 524
flop_area_um2: 0
syn_area_per_cell_um2: 6.44
cts_hold_buffers: 0
cp_max_fo: 33
dr.pass1.iters: 6
grt_pass1_vias: 5455
post_cts_buffers: 0
top_cell: "nand2_1"
critPathRequiredTime_ns: 30.48
core_area_um2: 14000
arrival_ns: 16.25
io_pins: 265
synth_seq_share_pct: 0
final_max_slew_viol_count: 0
synth_cell_types: 78
outcome: "completed"
drive_gt1_share_pct: 5.84
flops: 0
grt_max_degree: 41
slowest_delay_ns: 0.85
wl_per_cell_um: 23.6
dp.cells: 934
rsz0062_at_grt: "no"
min_path_type: "input pin to primary output"
initial_core_util_pct: 24.1
drt-vias-per-instance: 5.74
die_area_um2: 19600
path_class: "input pin to primary output"
ys_warn_count: 3
fmax_mhz: 41.9
antenna_found_initial: 1
io_buffers: 265
start_kind: "input pin"
warnings: 32
yosys_area_um2: 3380
power_leakage_uw: 0.00224
cap_violations: 0
finalSetupViolCount: 0
ant_nets: 0
report.final.hold_viol_count: 0
die_w_um: 140
syn_area_um2: 3380
cp_top_family: "AND-OR/OR-AND gates"
yosysTopAreaCell: "mux2i_1"
cp.depth: 25
tns_ns: 0
path_buffers: 3
cpMaxStageDelayCell: "clkdlybuf4s50_1"
period_used_pct: 62.6
crit_top_cell: "nand2_1"
track_usage_pct: 21.2
stdcell_count: 935
-- layout make-up --
cell class / count / share of cell area [%]
repair buffers: 276 / 45.0
multi-input cells: 470 / 50.7
diodes: 1 / 0.0412
inverters: 8 / 0.494
well taps: 180 / 3.71
-- report_power, final --
| part | leakage, uW | switching (uW) | internal, uW |
|---|---|---|---|
| clock network | 0.00000000634 | 0 | 0.00000351 |
| logic | 0.00224 | 62.0 | 55.0 |
| registers | 0 | 0 | 0 |
| total | 0.00224 | 62.0 | 55.0 |
-- layout by cell type, fill, tap and decap left out, types with 11 or more instances in the layout --
cell	synthesis	layout
a211oi_1	12	12
clkdlybuf4s50_1	0	265
nand2_1	84	84
nor3_1	15	15
nand4_1	11	11
nand3_1	32	32
a221oi_1	17	17
mux2i_1	35	35
o21ai_0	23	23
a21oi_1	39	39
buf_4	12	11
nor2_1	39	39
a31oi_1	13	13
-- routing by layer --
layer	wire length [um]	track usage, %	up-vias
li1	-	-	2531
met1	9070	27.6	2514
met2	10800	36.3	299
met3	1860	3.77	24
met4	397	3.10	0
met5	0	0	-
-- tightest hold or removal path, delay by kind of cell --
| kind | cells | cell delay [ns] |
|---|---|---|
| buffers and inverters | 2 | 0.89 |
| AND/OR/NAND/NOR | 1 | 0.05 |
-- kinds of logic after synthesis --
| group | after synthesis | synth area share, % |
|---|---|---|
| AOI/OAI and AO/OA | 213 | 48.0 |
| muxes | 42 | 13.2 |
| buffers and inverters | 54 | 8.74 |
| and+or+nand+nor | 215 | 30.0 |
-- path summary, 6_finish.rpt --
kind / slack [ns] / end / startpoint
worst min-delay path: 16.19 / L[5] / H[0]
worst max-delay path: 14.23 / OUT1 / D
-- through the flow --
step	area (um^2)	hold WS (ns)	utilization (%)	worst slack, ns	total power (uW)
floorplan	3380	15.36	-	17.73	68.4
global placement	6070	16.19	43.4	14.67	116
detailed placement	6070	16.18	43.4	14.36	116
CTS	6070	16.19	43.4	14.35	116
global route	6070	16.22	43.4	13.59	126
finish	6070	16.19	43.4	14.23	117
No activity file was given, so power comes from the tool's default toggle rates.
